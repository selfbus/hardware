==> design/flow/design.v <==
`timescale 1ns / 1ps
module OR2(
    input in0,
    input in1,
    output out
    );
assign out = in0 | in1;
endmodule
`timescale 1ns / 1ps
module main(
	 input [15:8] AvrA,
    inout [7:0] AvrAD,
    input AvrALE,
    input AvrRD,
    input AvrWR,
    output [7:0] A,
    inout [15:8] D,
    output [18:13] RA,
    output RCE,
    output ROE,
    output RWE,
    output [21:15] FA,
    output FCE,
    output FOE,
    output FWE,
    output TRS,
    output TWR,
    output TRD,
    output TCS
);
reg [7:0] address_latch;
always @ (negedge AvrALE)
	address_latch = AvrAD;
wire [15:0] AvrADDR;
assign AvrADDR = {AvrA, address_latch};
reg AvrFCS;	 
reg AvrRCS;	 
reg AvrRCSBANK;	 
reg AvrCCS;	 
reg AvrTCS;  
parameter RAM_ADDR_MIN = 16'h0000;
parameter RAM_BANK_ADDR_MIN = 16'h4000;
parameter RAM_ADDR_MAX = 16'h5FFF;
parameter TFT_ADDR_MIN = 16'h7FF0;
parameter TFT_ADDR_MAX = 16'h7FF1;
parameter CTRL_ADDR_MIN = 16'h7FF8;
parameter CTRL_ADDR_MAX = 16'h7FFF;
parameter FLASH_ADDR_MIN = 16'h8000;
parameter FLASH_ADDR_MAX = 16'hFFFF;
always @ (AvrADDR) begin
	AvrRCS = ((AvrADDR >= RAM_ADDR_MIN) && (AvrADDR <= RAM_ADDR_MAX)) ? 1'b1 : 1'b0;
	AvrRCSBANK = ((AvrADDR >= RAM_BANK_ADDR_MIN) && (AvrADDR <= RAM_ADDR_MAX)) ? 1'b1 : 1'b0;
	AvrFCS = ((AvrADDR >= FLASH_ADDR_MIN) && (AvrADDR <= FLASH_ADDR_MAX)) ? 1'b1 : 1'b0;
	AvrCCS = ((AvrADDR >= CTRL_ADDR_MIN) && (AvrADDR <= CTRL_ADDR_MAX)) ? 1'b1 : 1'b0;
	AvrTCS = ((AvrADDR >= TFT_ADDR_MIN) && (AvrADDR <= TFT_ADDR_MAX)) ? 1'b1 : 1'b0;
end
parameter MODE_CTRL_ADDR = 3'h0;
parameter UPPER_DATA_WR_ADDR = 3'h1;
parameter UPPER_DATA_RD_ADDR = 3'h2;
parameter RAM_BANK_ADDR = 3'h3;
parameter FLASH_BANK_ADDR = 3'h4;
wire tft_write_on_flash_read;
wire tft_write_on_ram_read;
wire tft_write_on_ram_bank_read;
wire ram_write_on_flash_read;
reg [3:0] mode_control_reg;
always @ (posedge AvrWR)
	if ((AvrCCS == 1) && (AvrADDR [2:0] == MODE_CTRL_ADDR))
		mode_control_reg[3:0]= AvrAD[3:0];
assign {ram_write_on_flash_read, tft_write_on_ram_bank_read, tft_write_on_ram_read, tft_write_on_flash_read} = mode_control_reg;
reg [7:0] upper_data_write_reg;
always @ (posedge AvrWR)
	if ((AvrCCS == 1) && (AvrADDR [2:0] == UPPER_DATA_WR_ADDR))
		upper_data_write_reg = AvrAD;
reg [7:0] upper_data_read_reg;
always @ (posedge AvrRD)
	if ((AvrFCS == 1) || (AvrTCS == 1))
		upper_data_read_reg = D;
reg [5:0] ram_bank_address;
always @ (posedge AvrWR)
	if ((AvrCCS == 1) && (AvrADDR [2:0] == RAM_BANK_ADDR))
		ram_bank_address[5:0] = AvrAD;
reg [6:0] flash_bank_address_reg;
always @ (posedge AvrWR)
	if ((AvrCCS == 1) && (AvrADDR [2:0] == FLASH_BANK_ADDR))
		flash_bank_address_reg [6:0] = AvrAD[6:0];
reg [7:0] avr_data_out;
always @ (AvrCCS or AvrRD or AvrADDR or ram_bank_address or flash_bank_address_reg or upper_data_write_reg or upper_data_read_reg or mode_control_reg) begin
	if ((AvrCCS == 1) && (AvrRD == 0)) begin
		if (AvrADDR [2:0] == RAM_BANK_ADDR)
			avr_data_out = { 2'b0, ram_bank_address[5:0]};
		else if (AvrADDR [2:0] == FLASH_BANK_ADDR)
			avr_data_out = { 1'b0, flash_bank_address_reg[6:0]};
		else if (AvrADDR [2:0] == UPPER_DATA_WR_ADDR)
			avr_data_out = upper_data_write_reg;
		else if (AvrADDR [2:0] == UPPER_DATA_RD_ADDR)
			avr_data_out = upper_data_read_reg;
		else if (AvrADDR [2:0] == MODE_CTRL_ADDR)
			avr_data_out = { 4'b0, mode_control_reg [3:0]};
		else avr_data_out = 8'b0;
	end
	else avr_data_out = 8'bz;
end
assign AvrAD = avr_data_out;
assign A = address_latch;
reg [7:0] upper_data_out;
always @ (AvrWR or AvrTCS or AvrFCS or upper_data_write_reg)
	upper_data_out = ((AvrWR ==0) && ((AvrTCS == 1) || (AvrFCS == 1))) ? upper_data_write_reg : 8'bz;
assign D = upper_data_out;
assign FA[21:15] = flash_bank_address_reg [6:0];
assign FCE = ~AvrFCS;
wire flash_read_internal_Z;
OR2 FRD_or0 (.in0(AvrRD), .in1(~AvrFCS), .out(flash_read_internal_Z));
assign FOE = flash_read_internal_Z;
wire flash_write_internal_Z;
OR2 FWR_or0 (.in0(AvrWR), .in1(~AvrFCS), .out(flash_write_internal_Z));
assign FWE = flash_write_internal_Z;
wire ram_read_internal_Z;
OR2 RRD_or0 (.in0(AvrRD), .in1(~AvrRCS), .out(ram_read_internal_Z));
wire ram_write_internal_Z;
OR2 RWR_or0 (.in0(AvrWR), .in1(~AvrRCS), .out(ram_write_internal_Z));
assign RA[18:13] = AvrRCSBANK ? ram_bank_address [5:0] : { 5'b0, AvrADDR[13]};
assign RCE = ram_write_on_flash_read ?  ~(AvrFCS | AvrRCS) : ~AvrRCS;
assign ROE = ram_read_internal_Z;
assign RWE = ram_write_on_flash_read ?  (flash_read_internal_Z & ram_write_internal_Z) : ram_write_internal_Z;
parameter TFT_CTRL_ADDR = 1'h0;
parameter TFT_DATA_ADDR = 1'h1;
OR2 TRD_or0 (.in0(AvrRD), .in1(~AvrTCS), .out(TRD));
reg TRSinternal;
always @( AvrTCS or flash_read_internal_Z or ram_read_internal_Z or AvrADDR)
	TRSinternal = AvrTCS ? AvrADDR[0] : TFT_DATA_ADDR;
assign TRS = TRSinternal;
wire TWR_on_read;
assign TWR_on_read = (tft_write_on_flash_read & AvrFCS) | (tft_write_on_ram_read & AvrRCS & ~AvrRCSBANK) | (tft_write_on_ram_bank_read & AvrRCSBANK);
wire TWR_internal_Z;
wire AvrWR_TCS;
wire AvrRD_TWR_on_read;
OR2 TWR_or0 (.in0(AvrWR), .in1(~AvrTCS), .out(AvrWR_TCS));
OR2 TWR_or1 (.in0(AvrRD), .in1(~TWR_on_read), .out(AvrRD_TWR_on_read));
assign TWR_internal_Z = AvrWR_TCS & AvrRD_TWR_on_read;
assign TWR = TWR_internal_Z;
wire TCSinternal_Z;
assign TCSinternal_Z = ~(AvrTCS | TWR_on_read);
assign TCS = TCSinternal_Z;
endmodule
==> design/flow/run.sh <==
#!/bin/bash
# OpenROAD 26Q1-2900-gdf79404cd8, Yosys 0.63+post, stock flow scripts
make -C /OpenROAD-flow-scripts/flow DESIGN_CONFIG=/design/flow/config.mk WORK_HOME=/design/flow/orfs finish
==> design/flow/config.mk <==
export PLATFORM = sky130hd
export DESIGN_NAME = main
export DESIGN_NICKNAME = main
export VERILOG_FILES = /design/flow/design.v
export SDC_FILE = /design/flow/constraint.sdc
export NUM_CORES = 4
export LEC_CHECK = 1
export CORE_UTILIZATION = 40
==> design/flow/constraint.sdc <==
current_design main

set clk_period 2.4
set clk_io_pct 0.2

create_clock -name clk0 -period $clk_period [get_ports {AvrALE}]
create_clock -name clk1 -period $clk_period [get_ports {AvrRD}]
create_clock -name clk2 -period $clk_period [get_ports {AvrWR}]

set non_clock_inputs [all_inputs -no_clocks]
set_input_delay [expr $clk_period * $clk_io_pct] -clock clk0 $non_clock_inputs
set_output_delay [expr $clk_period * $clk_io_pct] -clock clk0 [all_outputs]
==> flow_summary.ini <==
; implementation run metrics
[run_status]
status = stopped before the end
stop_stage = clock tree synthesis (4_1_cts)
error = [error] [KeplerFormal.cpp:679] Workflow failed: Iso has multiple drivers: .AvrAD2, _134_.X0

[floorplanning]
chipWidth_um = 67.44
fp.dieH_um = 67.44
row_count = 23
initCoreUtil_pct = 42.21
ioPinCount = 58

[synthesis]
simple_gate_share_pct = 16.65
ys_seq_share_pct = 67.20
synth_top_area_share_pct = 57.85
edf_count = 33
yosysCellCount = 121
numSynthFlops = 41
ys_types = 35
synth-async-reset-ratio_pct = 0
fa_ha_area_share_pct = 0
yosys-top-cells-area = edfxtp_1 (58%), dfxtp_1 (9.3%), mux2i_1 (3.5%), nand2b_1 (2.2%), nor2_1 (2.0%)
synthAoiAreaFrac_pct = 7.159
synthMostInstantiatedCell = edfxtp_1
logic_family = simple AND/OR/NAND/NOR gates
common_cells = edfxtp_1 (33), nor2_1 (9), dfxtp_1 (8), nand2_1 (7)
yosys_area_um2 = 1713
synthMuxAreaShare_pct = 6.136
mappedNetlistArea_um2 = 1713
syn_inst = 121
avgSynthCellArea_um2 = 14.16
flop_cell = edfxtp_1
yosysWarningCount = 3
yosysTopAreaCell = edfxtp_1
synth_xor_xnor_area_share_pct = 0

[placement]
portBuffers = 39
place_ws_ns = -0.6415
gp_congestion = 0.8478
dp_hpwl_um = 3075

[clock_network]
ctsResizeCount = 74
post_cts_buffers = 20
postCtsHoldBufs = 0
metrics by stage:
step	cells	TNS [ns]	area, um2	power, mW	util (%)
detailed placement	233	-29.94	2361	1.033	58.19
floorplan	121	-11.90	1742	0.9122	-
global placement	233	-29.42	2361	1.949	58.19
cell families after synthesis:
logic type / count (synthesis)
DFF: 41
AOI/OAI and AO/OA: 16
buffers and inverters: 10
and+or+nand+nor: 45
muxes: 9
Power figures rest on the tool's default switching activity, not on a simulated workload.
